<file path="design/flow/design.v">
module Stack (
	clk,
	reset,
	q,
	d,
	push,
	pop,
);
	parameter WIDTH = 11;
	parameter DEPTH = 7;
	input                    clk;
	input                    reset;
	input      [WIDTH - 1:0] d;
	output reg [WIDTH - 1:0] q;
	input                    push;
	input                    pop;
	reg [DEPTH - 1:0] ptr;
	reg [WIDTH - 1:0] stack [0:(1 << DEPTH) - 1];
	always @(posedge clk) begin
		if (reset)
			ptr <= 0;
		else if (push)
			ptr <= ptr + 1;
		else if (pop)
			ptr <= ptr - 1;
	end
	always @(posedge clk) begin
		if (push || pop) begin
			if(push)
				stack[ptr] <= q;
			q <= stack[ptr - 1];
		end
	end
endmodule
</file>
<file path="design/flow/run.sh">
#!/bin/bash
# OpenROAD 26Q1-2900-gdf79404cd8, Yosys 0.63+post, stock flow scripts
make -C /OpenROAD-flow-scripts/flow DESIGN_CONFIG=/design/flow/config.mk WORK_HOME=/design/flow/orfs finish
</file>
<file path="design/flow/config.mk">
export PLATFORM = sky130hd
export DESIGN_NAME = Stack
export DESIGN_NICKNAME = Stack
export VERILOG_FILES = /design/flow/design.v
export SDC_FILE = /design/flow/constraint.sdc
export NUM_CORES = 4
export LEC_CHECK = 1
export CORE_UTILIZATION = 50
</file>
<file path="design/flow/constraint.sdc">
current_design Stack

set clk_period 32.7
set clk_io_pct 0.2

create_clock -name clk0 -period $clk_period [get_ports {clk}]

set non_clock_inputs [all_inputs -no_clocks]
set_input_delay [expr $clk_period * $clk_io_pct] -clock clk0 $non_clock_inputs
set_output_delay [expr $clk_period * $clk_io_pct] -clock clk0 [all_outputs]
</file>
==> results.json <==
{
  "status": "completed",
  "ys_async_sr_fraction_pct": 0,
  "clkLatencyLatePin_ns": 0.75,
  "cts_root_buf": "clkbuf_16",
  "power_density_nw_per_um2": 75.37,
  "ios": 26,
  "post-route-period-util_pct": 28.08,
  "fp_util_pct": 50.73,
  "edf_count": 1419,
  "cts.htree.levels": 4,
  "worst_pin_slew_ns": 1.023,
  "coreArea_um2": 109500,
  "grt_util_all_layers_pct": 26.39,
  "routedWlPerCell_um": 28.65,
  "leakagePower_nw": 19.54,
  "syn_inst": 2647,
  "drtIter0Drc": 1794,
  "antenna_found_initial": 2,
  "grt_pass1_wl_mm": 189.1,
  "vias_per_cell": 5.958,
  "ir_drop_mv": 0.06695,
  "slew_viol_final": 0,
  "maxCapViolCount": 0,
  "r2r_slack_ns": 27.40,
  "syn_avg_cell_area_um2": 20.98,
  "cts_setup_buffers": 0,
  "crit_start": "q[6]",
  "synth_area_um2": 55520,
  "rsz0062_at_grt": "no",
  "cp_data_required_time_ns": 26.16,
  "finClkSkew_ns": 0.03253,
  "r2r_cells": 10,
  "drive_above_1_share_pct": 26.21,
  "cp_max_fo": 117,
  "dp.cells": 4188,
  "fin_setup_tns_ns": 0,
  "cts_tree": "yes",
  "grt_pass1_vias": 29349,
  "hold-path-cell-count": 2,
  "synth_cell_types": 56,
  "arrival_ns": 2.64,
  "gp_congestion": 0.8665,
  "stdcell_count": 4448,
  "place_area_um2": 58270,
  "critPathKind": "reg -> out",
  "setup_violations": 0,
  "fp.dieH_um": 335.2,
  "ctsHoldBuffers": 0,
  "ys_cells": 2647,
  "yosys.stat.chipArea_um2": 55520,
  "die_w_um": 335.2,
  "hold_violations": 0,
  "timing.rr.end": "q[8]",
  "first_pass_iters": 5,
  "synth_warnings": 1,
  "warnings": 46,
  "antenna_cells": 0,
  "drc": 0,
  "min_to": "ptr[4]",
  "overflow": 0,
  "vias": 26499,
  "hp-class": "reg -> reg",
  "clk_pin_slew_ns": 0.06,
  "cts.sinks": 1426,
  "chipArea_um2": 112400,
  "cts_resized": 0,
  "finish.instance_area_um2": 62820,
  "routed_wl_mm": 127.5,
  "yosys_register_bits": 1426,
  "flop_cell": "edfxtp_1",
  "portBuffers": 14,
  "period_needed_ns": 9.183,
  "fin_util_pct": 57.39,
  "relSlewSlack_pct": 30.03,
  "area_growth_pct": 13.13,
  "r2r-start": "ptr[0]",
  "synth_seq_share_pct": 76.99,
  "dp_hpwl_mm": 72.99,
  "start_kind": "flop",
  "cts_made_buffers": 144,
  "rows": 121,
  "n_fill_cell": 7792,
  "cts_buffer_depth": 3,
  "grt_max_degree": 130,
  "max_clock_freq_mhz": 108.9,
  "hold_start": "ptr[4]",
  "fin_total_pwr_mw": 4.735,
  "endpoint_kind": "output port",
  "final_antenna_net_count": 0
}
==> logic make-up after synthesis <==
kind of cell,count (synthesis),share of synthesized area (%)
flops,1426,76.99
simple gates,522,4.225
mux,386,14.89
buf+inv,159,1.688
compound gates,142,1.999
xor+xnor,10,0.1578
fa+ha+maj,2,0.04506
==> power by group <==
group / internal, mW / leakage, nW / total [mW] / switching, mW
Combinational: 0.233 / 4.58 / 0.834 / 0.601
Sequential: 2.29 / 12.7 / 2.32 / 0.0283
Clock: 0.912 / 2.23 / 1.58 / 0.668
==> cell usage in the layout, fill, tap and decap left out, types with 4 or more instances in the layout <==
cell,synthesis,routed
clkdlybuf4s50_1,0,14
nand2_1,229,229
edfxtp_1,1419,1419
a2111oi_0,10,10
nand3b_1,4,4
a21boi_0,13,13
buf_12,1,7
mux4_2,352,352
clkbuf_1,50,30
clkinv_2,0,28
and2_1,11,11
xnor2_1,7,6
a22oi_1,11,11
nor3_1,7,6
a32o_1,10,10
a32oi_1,33,33
clkbuf_16,0,150
buf_4,21,196
nor4_2,11,11
or3_1,4,4
mux2i_1,34,34
bufinv_16,0,9
a21oi_1,12,12
clkinv_1,0,31
nor2b_1,24,24
nor2_1,139,139
a31oi_1,34,34
inv_1,7,7
nand4_1,6,6
dfxtp_1,7,6
nand3_1,74,74
nand2b_1,4,4
==> routing by layer <==
metal  global-route usage, %  wire length, um  up-vias
met4                   5.742             3592       11
met3                   17.11            19120      219
met1                   37.13            43070    13477
met5                   1.911              271        -
met2                   38.09            61400     1426
li1                        -                -    11366
==> area by class of cell <==
type,count,area (um^2),share of cell area [%]
multi-input cells,1062,11890,18.92
flip-flops and latches,1426,42750,68.06
well taps,1476,1847,2.940
clock buffers,180,3866,6.155
repair buffers,217,1752,2.789
inverters,7,26.28,0.04183
clock inverters,80,684.4,1.090
==> flip-flops by register name, indices dropped and copies added, names as in the netlist <==
register	cells
q	11
ptr	7
stack	1408
==> through the flow <==
| step | hold slack [ns] | setup slack [ns] |
|---|---|---|
| after floorplan | 0.5773 | 24.21 |
| after global placement | 0.7270 | 23.25 |
| after detailed placement | 0.7145 | 23.27 |
| after CTS | 0.7308 | 23.44 |
| after global routing | 0.7702 | 23.40 |
| final | 0.7386 | 23.52 |
==> critical path, cell delays in order, from the launching register on <==
cell and delay (ns):
edfxtp_1 0.73, buf_12 0.53, clkdlybuf4s50_1 0.57
==> cells in the mapped netlist (all sizes together) (2+ instances only) <==
cell,n,area [um^2]
clkbuf,51,192.7
nand4,6,37.54
nor2b,24,150.1
edfxtp,1419,42610
and2,11,68.82
nand2b,4,25.02
xnor2,7,61.31
a22oi,11,82.58
a32o,10,100.1
nor2,139,521.8
or3,5,36.28
nand3b,4,30.03
mux2i,34,340.3
nor3b,2,15.01
ha,2,25.02
xor2,3,26.28
dfxtp,7,140.1
o22ai,2,18.77
o31ai,2,15.01
o211ai,2,15.01
a2111oi,10,87.58
nand3,74,370.4
inv,7,26.28
buf,101,718.2
nor3,9,61.31
a21boi,13,97.59
a32oi,33,289.0
mux4,352,7928
nor4,11,137.6
nand2,229,859.6
o21ai,3,26.28
nor4b,2,17.52
a31oi,34,212.7
a21oi,12,60.06
==> worst max path at each step <==
stage,to
6_report,q[6]
4_1_cts,q[6]
5_1_grt,q[6]
Power figures rest on the tool's default switching activity, not on a simulated workload.
